$ cat flow/config.mk
export PLATFORM = sky130hd
export DESIGN_NAME = clk_domain_send
export DESIGN_NICKNAME = clk_domain_send
export VERILOG_FILES = /design/flow/design.v
export SDC_FILE = /design/flow/constraint.sdc
export NUM_CORES = 4
export LEC_CHECK = 1
export CORE_AREA = 10 10 70 70
export DIE_AREA = 0 0 80 80
$ cat flow/constraint.sdc
current_design clk_domain_send

set clk_period 1.1
set clk_io_pct 0.2

create_clock -name clk0 -period $clk_period [get_ports {clk}]

set non_clock_inputs [all_inputs -no_clocks]
set_input_delay [expr $clk_period * $clk_io_pct] -clock clk0 $non_clock_inputs
set_output_delay [expr $clk_period * $clk_io_pct] -clock clk0 [all_outputs]
$ cat flow/design.v
module clk_domain_send (
  input            clk,
  input            rst_n,
  input            pulse,
  input      [8:0] data_in,
  output reg [8:0] data_out,
  output reg       enable
);
wire d;
assign d = pulse ^ enable;
always @(posedge clk or negedge rst_n) begin
  if(!rst_n) begin
    enable <= 0;
  end
  else begin
    enable <= d;
  end
end
always @(posedge clk or negedge rst_n) begin
  if(!rst_n) begin
    data_out <= 0;
  end
  else begin
    if(pulse) begin
      data_out <= data_in;
    end
    else begin
      data_out <= data_out;
    end
  end
end
endmodule
module clk_domain_rev (
  input clk,
  input rst_n,
  input enable,
  input [8:0] data_in,
  output reg [8:0] data_out
);
reg q1;
reg q2;
reg q3;
wire load_enable;
always @(posedge clk or negedge rst_n) begin
  if(!rst_n) begin
    q1 <= 0;
    q2 <= 0;
    q3 <= 0;
  end
  else begin
    {q3,q2,q1} <= {q2,q1,enable};
  end
end
assign load_enable = q2 ^q3;
always @(posedge clk or negedge rst_n) begin
  if(!rst_n) begin
    data_out <= 0;
  end
  else begin
    if(load_enable) begin
      data_out <= data_in;
    end
    else begin
      data_out <= data_out;
    end
  end
end
endmodule
$ cat flow/run.sh
#!/bin/bash
# OpenROAD 26Q1-2900-gdf79404cd8, Yosys 0.63+post, stock flow scripts
make -C /OpenROAD-flow-scripts/flow DESIGN_CONFIG=/design/flow/config.mk WORK_HOME=/design/flow/orfs finish
==> out/metrics.yaml <==
run_status:
  status: "complete, no violations"
setup_path:
  critPathLaunchType: "input pin"
  slowest_delay_ns: 0.50
  crit_slowest_cell: "clkdlybuf4s50_1"
  end_kind: "flop"
  worstSetupPathType: "input pin to flop"
  cpLargestDelayFamily: "buffers and inverters"
  crit_required_ns: 1.24
  path_cells: "clkdlybuf4s50_1, buf_12, mux2_4"
  critPathMaxFanout: 10
  arrival_ns: 1.19
  crit_buf_inv: 2
clock_tree:
  clk_pin_slew_worst_paths_ns: 0.06
  htree_levels: 1
  insertion_delay_ns: 0.25
  cts_buffer_depth: 2
  root_buffer: "clkbuf_4"
  cts.sinks: 10
  cts_tree: "done"
  cts_buffers: 3
yosys:
  yosysWarnings: 1
  synth_seq_share: 0.6173
  ys_ff: 10
  ys_cells: 21
  syn_avg_cell_area_um2: 19.30
  largest_area_cell: "dfrtp_1"
  syn-instance-count: 21
  syn-cell-area_um2: 405.4
  yosysUniqueCellTypes: 4
  synth-area-yosys_um2: 405.4
  top_area_frac: 0.6173
  topCellsByArea: "dfrtp_1, mux2_4, buf_6"
final_timing:
  worst_slew_margin_rel: 0.9074
  finalSetupViolCount: 0
  timing.final.hold_violations: 0
  worst_pin_slew_ns: 0.1389
  skew_ns: 0
  timing.setup.tns_ns: 0
  fin_crit_ns: 1.047
  maxSlewViolCount: 0
  clock.fmax_mhz: 955.3
  period_used_share: 0.9516
  grt_setup_unrepaired: "no"
finish:
  fin_area_um2: 749.5
  area_growth_pct: 84.88
  drive_gt1_frac: 0.3725
  lay_top_cells: "clkdlybuf4s50_1, dfrtp_1, clkdlybuf4s15_1"
  finish.utilization: 0.2194
  lay_top_count: "clkdlybuf4s50_1"
placed_design:
  gp_congestion: 0.7016
  dpl-instance-area_um2: 689.4
  port-buffer-count: 21
routing:
  vias_per_cell: 2.784
  dr.first_iter.drc_count: 0
  wire_per_inst_um: 10.73
  vias: 270
  dr.pass1.iters: 1
  ant_nets: 0
  drt-total-wl_um: 1041
  post-route-drc-count: 0
  antenna_cells: 0
power:
  vdd_drop_max_uv: 256.0
  power_density_mw_per_mm2: 1286
  power_mw: 0.9635
  p_leak_nw: 0.3357
flow_run:
  warnings: 28
  drv_cap: 0
floorplan:
  die_y_um: 80
  rows: 21
  io_pins: 22
  die-area_mm2: 0.006400
  fp-utilization: 0.1187
  coreArea_mm2: 0.003416
  die_w_um: 80
grt:
  grt_use_total: 0.03333
  first_global_vias: 315
  antenna_found_initial: 0
  grt_overflow: 0
  grt_pass1_wl_um: 1662
  grt_max_degree: 11
hold_path:
  hold_path.class: "input pin to async pin"
-- synth_stat cells --
| library cell | count |
|---|---|
| mux2_4 | 9 |
| dfrtp_1 | 10 |
| xor2_1 | 1 |
| buf_6 | 1 |
-- registers in the layout, summed over array words and instances, names as in the netlist --
| register | cells |
|---|---|
| data_out | 9 |
| enable | 1 |
-- logic make-up (layout without fill, tap and decap cells) --
group,after synthesis,count (layout),synth area share
flip-flops,10,10,0.6173
multiplexers,9,9,0.3333
buffers and inverters,1,31,0.02778
XOR/XNOR,1,1,0.02161
-- through the flow --
stage	hold WS, ns	instances	worst slack, ns
2_1_floorplan	-0.07559	21	0.3197
3_3_place_gp	0.4546	89	-0.2121
3_5_place_dp	0.4620	89	-0.2161
4_1_cts	0.2456	96	0.003255
5_1_grt	0.2617	97	0.006351
6_report	0.2542	97	0.05324
-- repair_timing --
item | CTS | global route
endpoints found under the setup margin | 10 | 3
cloned | 0 | 0
resized | 17 | 3
hold buffers | 0 | 0
buffers inserted | 4 | 1
-- final cells by class --
class,count,area (µm²)
Fill cell,369,2666
Timing Repair Buffer,28,275.3
Sequential cell,10,250.2
Multi-Input combinational cell,10,143.9
Tap cell,46,57.56
Clock buffer,3,22.52
-- power by group --
part | switching [mW] | total [mW] | internal [mW]
sequential | 0.0255 | 0.445 | 0.420
combinational | 0.0605 | 0.276 | 0.216
clock | 0.116 | 0.242 | 0.126
-- worst reg2reg max path: stages (launching register included) --
cell and delay (ns):
dfrtp_1 0.37, buf_4 0.13, buf_4 0.12, xor2_1 0.14
-- per-layer routing --
metal | part of all wire | vias up | global-route usage
li1 | - | 132 | -
met1 | 0.45 | 126 | 0.04198
met2 | 0.42 | 12 | 0.04575
met3 | 0.12 | 0 | 0.02386
met4 | 0 | 0 | 0.005282
met5 | 0 | - | 0
-- worst paths after layout --
check / to / start / slack, ns / depth (start not counted)
max in group asynchronous: data_out[0] / rst_n / 0.70 / 2
max reg2reg: enable / enable / 0.22 / 3
max: data_out[7] / pulse / 0.05 / 3
min: data_out[3] / rst_n / 0.25 / 2
min reg2reg: data_out[2] / data_out[2] / 0.52 / 1
min in group clk0: data_out[2] / data_out[2] / 0.52 / 1
No activity file was given, so power comes from the tool's default toggle rates.
