==> flow/design.v <==
module async_fifo #(
  parameter DSIZE  = 16,
  parameter ASIZE = 256
) (
  input                  wclk,
  input                  wrst_n,
  input                  winc,
  input [DSIZE-1:0]      wdata,
  output                 wfull,
  input                  rclk,
  input                  rrst_n,
  input                  rinc,
  output                 rempty,
  output [DSIZE-1:0]     rdata
);
wire [ASIZE-1:0] waddr;
wire [ASIZE-1:0] raddr;
wire [DSIZE-1:0] rdata_val;
assign rdata = rempty ? 0 : rdata_val;
fifomem #(
    .DSIZE(DSIZE),
    .ASIZE(ASIZE) 
) fifomem_inst (
  .wclk(wclk),
  .wen(winc),
  .wfull(wfull),
  .wdata(wdata),
  .waddr(waddr),
  .raddr(raddr),
  .rdata(rdata_val)
);
wire [ASIZE:0] rptr;
wire [ASIZE:0] wptr;
wire [ASIZE:0] wq2_rptr;
wire [ASIZE:0] rq2_wptr;
sync_r2w #(ASIZE) sync_r2w_inst (
  .wclk(wclk),
  .wrst_n(wrst_n),
  .rptr(rptr),
  .wq2_rptr(wq2_rptr)
);
sync_w2r #(ASIZE) sync_w2r_inst (
  .rclk(rclk),
  .rrst_n(rrst_n),
  .wptr(wptr),
  .rq2_wptr(rq2_wptr)
);
rptr_empty #(ASIZE) rptr_empty_inst (
  .rclk(rclk),
  .rrst_n(rrst_n),
  .rinc(rinc),
  .rq2_wptr(rq2_wptr),
  .raddr(raddr),
  .rempty(rempty),
  .rptr(rptr)
);
wptr_full #(ASIZE) wptr_full_inst (
  .wclk(wclk),
  .wrst_n(wrst_n),
  .winc(winc),
  .wq2_rptr(wq2_rptr),
  .waddr(waddr),
  .wfull(wfull),
  .wptr(wptr)
);
endmodule
module fifomem #(
  parameter DSIZE  = 16,
  parameter ASIZE = 256
) (
  input              wclk,
  input              wen,
  input              wfull,
  input  [DSIZE-1:0] wdata,
  input  [ASIZE-1:0] waddr,
  input  [ASIZE-1:0] raddr,
  output [DSIZE-1:0] rdata
);
localparam DEEPTH = 1<<ASIZE;
reg [DSIZE-1:0] mem [DEEPTH-1:0];
assign rdata = mem[raddr];
always @(posedge wclk) begin
  if(wen && !wfull) begin
    mem[waddr] <= wdata;
  end
end
endmodule
module rptr_empty #(
  parameter ASIZE  = 4
) (
  input                rclk,
  input                rrst_n,
  input                rinc,
  input  [ASIZE:0]     rq2_wptr,
  output [ASIZE-1:0]   raddr,
  output reg           rempty,
  output reg [ASIZE:0] rptr
);
reg [ASIZE:0] rbin;
wire [ASIZE:0] rgraynext;
wire [ASIZE:0] rbinnext;
always @(posedge rclk or negedge rrst_n) begin
  if(!rrst_n) begin
    {rbin, rptr} <= 0;
  end
  else begin
    {rbin, rptr} <= {rbinnext, rgraynext};
  end
end
assign raddr = rbin[ASIZE-1:0];
assign rgraynext = (rbinnext>>1) ^ rbinnext;
assign rbinnext = rbin + (rinc && ~rempty);
wire rempty_val;
assign rempty_val = (rgraynext == rq2_wptr);
always @(posedge rclk or negedge rrst_n) begin
  if(!rrst_n) begin
    rempty <= 1'b1;
  end
  else begin
    rempty <= rempty_val;
  end
end
endmodule
module sync_r2w #(
  parameter ASIZE = 4
) (
  input                wclk,
  input                wrst_n,
  input [ASIZE:0]      rptr,
  output reg [ASIZE:0] wq2_rptr
);
reg [ASIZE:0] wq1_rptr;
always @(posedge wclk or negedge wrst_n) begin
  if(!wrst_n) begin
    {wq2_rptr,wq1_rptr} <= 0;
  end
  else begin
    {wq2_rptr, wq1_rptr} <= {wq1_rptr,rptr};
  end
end
endmodule
module sync_w2r #(
  parameter ASIZE = 4
)(
  input                rclk,
  input                rrst_n,
  input [ASIZE:0]      wptr,
  output reg [ASIZE:0] rq2_wptr
);
reg [ASIZE:0] rq1_wptr;
always @(posedge rclk or negedge rrst_n) begin
  if(!rrst_n) begin
    {rq2_wptr,rq1_wptr} <= 0;
  end
  else begin
    {rq2_wptr,rq1_wptr} <= {rq1_wptr,wptr};
  end
end
endmodule
module wptr_full #(
  parameter ASIZE = 4
) (
  input                wclk,
  input                wrst_n,
  input                winc,
  input [ASIZE:0]      wq2_rptr,
  output [ASIZE-1:0]   waddr,
  output reg           wfull,
  output reg [ASIZE:0] wptr
);
reg [ASIZE:0] wbin;
wire [ASIZE:0] wgraynext;
wire [ASIZE:0] wbinnext;
assign waddr = wbin[ASIZE-1:0];
always @(posedge wclk or negedge wrst_n) begin
  if(!wrst_n) begin
    {wbin,wptr} <= 0;
  end
  else begin
    {wbin,wptr} <= {wbinnext,wgraynext};
  end
end
assign wbinnext = wbin + (winc && ~wfull);
assign wgraynext = (wbinnext>>1) ^ wbinnext;
wire wfull_val;
assign wfull_val = (wgraynext == {~wq2_rptr[ASIZE:ASIZE-1],wq2_rptr[ASIZE-2:0]});
always @(posedge wclk or negedge wrst_n) begin
  if(!wrst_n) begin
    wfull <= 0;
  end
  else begin
    wfull <= wfull_val;
  end
end
endmodule
==> flow/run.sh <==
#!/bin/bash
# OpenROAD 26Q1-2900-gdf79404cd8, Yosys 0.63+post, stock flow scripts
make -C /OpenROAD-flow-scripts/flow DESIGN_CONFIG=/design/flow/config.mk WORK_HOME=/design/flow/orfs finish
==> flow/config.mk <==
export PLATFORM = sky130hd
export DESIGN_NAME = async_fifo
export DESIGN_NICKNAME = async_fifo
export VERILOG_FILES = /design/flow/design.v
export SDC_FILE = /design/flow/constraint.sdc
export NUM_CORES = 4
export LEC_CHECK = 1
export CORE_UTILIZATION = 40
==> flow/constraint.sdc <==
current_design async_fifo

set clk_period 39.5
set clk_io_pct 0.2

create_clock -name clk0 -period $clk_period [get_ports {rclk}]
create_clock -name clk1 -period $clk_period [get_ports {wclk}]

set non_clock_inputs [all_inputs -no_clocks]
set_input_delay [expr $clk_period * $clk_io_pct] -clock clk0 $non_clock_inputs
set_output_delay [expr $clk_period * $clk_io_pct] -clock clk0 [all_outputs]
==> metrics.cfg <==
[status]
status=completed

[route]
num_vias=64300
wl_um=431000
dr.pass1.iters=5
drtIter0Drc=6035
avgRoutedWirePerCell_um=39.2
vias_per_cell=5.84
postRouteAntennaNets=0
drc=0

[global_routing]
grt_use_total_pct=42.1
grt_pass1_wl_um=585000
antenna_found_initial=10
use_met2_pct=59.6
grt-ovfl-total=0
globalRouteMet3Util_pct=19.0
grt_max_degree=93
grt.busiest_layer=met2
met1_usage_pct=56.9
grt_pass1_vias=66200

[layout]
seq_area_sq_mm=0.0524
fin_area_sq_mm=0.102
layout-drive-gt1-share_pct=12.9
fill_cells=19000
final_cells=11000
comb_area_sq_mm=0.0310
area_growth_pct=18.2

[sta]
drv_slew=0
slew_headroom_pct=14.7
rsz0062_at_grt=false
worst_slew_pin_slew_ns=1.27
hold_viol_final=0
whs_ns=0.222
final.setup.tns_ns=0
finClkSkew_ns=0.132
setup_viol=0

[critical_path]
r2r_cells=13
worst_ep_arrival_time_ns=14.73
worstSetupEndpointType=register
cp-start-kind=input port
crit_type=in -> reg
required_ns=40.16
path_max_fanout=11

[pwr]
leakage_nw=47.6
ir_drop_mv=0.0511
powerDensity_mw_per_mm2=47.1
power_mw=4.81

[clocking]
cts_resized=0
post_cts_buffers=0
cts.hold.buffers_added=0
cts_tree=yes
clk_pin_slew_ns=0.07
clkSinkCount=2088

[synthesis]
synthDistinctLibCells=89
async_flop_share_pct=98.5
yosys.area.top_type=dfrtp_1
top_cells_by_count=dfrtp_1, xor2_1, xnor2_1, inv_1, nand4_1
synthCells=7389
dominantRegCellSynth=dfrtp_1
ys_ff=2088
edf_count=32
synth_top_cell_by_count=dfrtp_1
synth_seq_share_pct=60.6
yosys-stat-cells=7389
syn_avg_cell_area_sq_um=11.7
yosys.area.top_type_share_pct=59.5
yosys_area_sq_mm=0.0864
synth_area_sq_mm=0.0864
synthTopCellsByArea=dfrtp_1, xor2_1, xnor2_1, nand4_1, nor4_1
yosysWarnings=5

[place]
place_congestion=1.07
dp_cells=10500
placed_area_sq_mm=0.0935
numPortBuffers=38
post-dp-hpwl_um=342000

[min_path]
hp-class=reg -> reg
min_path_cells=0

[job]
warnings=30
drv_cap=0

[die]
io_pins=40
chipArea_sq_mm=0.218
die_y_um=467
chipWidth_um=467
std_cell_rows=170
fp_util_pct=40.3
coreArea_sq_mm=0.215

per-layer routing:
metal / share of wire, % / up-vias / wire [um]
li1: - / 26700 / -
met1: 38 / 33500 / 165000
met2: 44 / 3256 / 189000
met3: 12 / 836 / 51100
met4: 6.2 / 10 / 26800
met5: 0.016 / - / 71
kinds of logic (layout without fill, tap and decap cells):
| logic type | Yosys count | count (layout) | synth area share (%) |
|---|---|---|---|
| compound gates | 156 | 156 | 1.33 |
| xor+xnor | 1505 | 1505 | 15.8 |
| fa+ha+maj | 6 | 6 | 0.0869 |
| buf+inv | 814 | 1587 | 3.69 |
| flops | 2088 | 2088 | 60.6 |
| mux | 24 | 24 | 0.279 |
| other cells | 0 | 8 | 0 |
| simple gates | 2796 | 2796 | 18.2 |
worst paths after layout:
path,from,end,slack [ns]
max reg2reg,wptr_full_inst.wbin[153],wptr_full_inst.wfull,32.16
min,wptr_full_inst.wptr[148],sync_w2r_inst.rq1_wptr[148],0.22
max in group asynchronous,rrst_n,sync_w2r_inst.rq1_wptr[25],28.19
max in group clk0,rinc,rptr_empty_inst.rempty,25.64
max,winc,wptr_full_inst.wfull,25.43
min in group asynchronous,rrst_n,sync_w2r_inst.rq1_wptr[254],7.07
min in group clk1,sync_r2w_inst.wq1_rptr[108],sync_r2w_inst.wq2_rptr[108],0.30
min reg2reg,wptr_full_inst.wptr[148],sync_w2r_inst.rq1_wptr[148],0.22
per-stage QoR:
step,setup slack [ns],utilization (%)
floorplan,27.28,-
global placement,24.91,43.5
detailed placement,24.90,43.5
CTS,25.62,47.6
global route,25.51,47.6
finish,25.43,47.6
final cells by class:
class | instances | share of cell area, %
Timing Repair Buffer | 554 | 4.19
Tap cell | 2838 | 3.48
Antenna cell | 8 | 0.0196
Sequential cell | 2088 | 51.3
Clock buffer | 315 | 6.53
Inverter | 580 | 2.13
Multi-Input combinational cell | 4487 | 30.4
Clock inverter | 138 | 1.93
worst max-delay path: stages:
cell and delay (ns):
clkdlybuf4s50_1 0.45, nor2b_1 0.14, buf_4 0.31, ha_1 0.21
ha_1 0.41, inv_1 0.15, or4_1 0.75, or4_4 0.76
nor4_1 0.77, buf_4 0.26, xnor2_1 0.22, inv_1 0.16
xnor2_1 0.51, xnor2_1 0.26, nand3_1 0.15, nor4_1 0.66
nand4_1 0.33, nor4_2 0.28
power breakdown:
group	internal [mW]	total [mW]	switching [mW]	leakage, nW
Combinational	0.0533	0.168	0.115	15.3
Sequential	2.17	2.19	0.0185	28.1
Clock	1.42	2.45	1.03	4.17
Total	3.64	4.81	1.17	47.6
cells in the final DEF, fill, tap and decap left out, types with 52 or more instances in the layout:
cell	Yosys	routed
nor2_1	332	332
nand3_1	372	372
nand2_1	370	370
and3_1	89	89
inv_1	579	579
nor4_1	454	435
xnor2_1	727	720
clkbuf_16	0	242
dfrtp_1	2055	2055
buf_4	4	515
xor2_1	743	739
nor3_1	284	282
nand4_1	536	536
or4_1	52	52
registers in the layout (all words and copies together) (netlist names):
register                count
fifomem_inst.mem           16
fifomem_inst.mem[-1]       16
rptr_empty_inst.rbin      256
rptr_empty_inst.rempty      1
rptr_empty_inst.rptr      257
sync_r2w_inst.wq1_rptr    257
sync_r2w_inst.wq2_rptr    257
sync_w2r_inst.rq1_wptr    257
sync_w2r_inst.rq2_wptr    257
wptr_full_inst.wbin       256
wptr_full_inst.wfull        1
wptr_full_inst.wptr       257
No activity file was given, so power comes from the tool's default toggle rates.
